**config.mk**
```make
export PLATFORM = sky130hd
export DESIGN_NAME = sram_512w_16b
export DESIGN_NICKNAME = sram_512w_16b
export VERILOG_FILES = /design/flow/design.v
export SDC_FILE = /design/flow/constraint.sdc
export NUM_CORES = 4
export LEC_CHECK = 1
export CORE_UTILIZATION = 50
export SYNTH_MEMORY_MAX_BITS = 65536
```
**design.v**
```verilog
module sram_512w_16b (Q, CLK, CEN, WEN, A, D, EMA, EMAW, EMAS, TEN, BEN, RET1N, STOV);
   output reg [15:0] Q;
   input        CLK;
   input        CEN;
   input        WEN;
   input [8:0]  A;
   input [15:0] D;
   input [2:0]  EMA;
   input [1:0]  EMAW;
   input        EMAS;
   input        TEN;
   input        BEN;
   input        RET1N;
   input        STOV;
   reg [15:0]   data_array [0:511];
   always @(posedge CLK) begin
      if (| {EMA, EMAW, EMAS, TEN, BEN, RET1N, STOV}) begin
         if (CEN == 1'b0) begin                   
            Q = data_array[A];
            if (WEN == 1'b0) data_array[A] = D;   
         end
      end
   end
endmodule
```
**run.sh**
```bash
#!/bin/bash
# OpenROAD 26Q1-2900-gdf79404cd8, Yosys 0.63+post, stock flow scripts
make -C /OpenROAD-flow-scripts/flow DESIGN_CONFIG=/design/flow/config.mk WORK_HOME=/design/flow/orfs finish
```
**constraint.sdc**
```tcl
current_design sram_512w_16b

set clk_period 38.5
set clk_io_pct 0.2

create_clock -name clk0 -period $clk_period [get_ports {CLK}]

set non_clock_inputs [all_inputs -no_clocks]
set_input_delay [expr $clk_period * $clk_io_pct] -clock clk0 $non_clock_inputs
set_output_delay [expr $clk_period * $clk_io_pct] -clock clk0 [all_outputs]
```
==> results.yml <==
# yosys + openroad results
route:
  ant_nets: 0
  drtPass1Iterations: 6
  vias: 159000
  routed_wl_um: 973000
  avgRoutedWirePerCell_um: 39.0
  drc: 0
  vias_per_cell: 6.35
  drt-initial-drc-count: 11600
worst_setup_path:
  worstSetupEndpointType: "flop"
  crit_fanout: 68
  arrival_ps: 15540
  cp.required_ps: 39360
  r2r-end: "Q[11]$_DFFE_PP_"
  r2r_cells: 7
  ff2ff_setup_slack_ps: 33480
  r2r-start: "data_array[123][11]$_DFFE_PP_"
  start_kind: "primary input"
  path_class: "primary input to flop"
floorplanning:
  ioPinCount: 54
  rows: 290
  fp.dieW_um: 794
  initCoreUtil_pct: 50.3
  core-area_um2: 624000
  die_h_um: 794
  dieArea_um2: 631000
final_timing:
  fin_crit_ps: 14690
  final-setup-viol-count: 0
  min_period_over_period_pct: 38.1
  hold_viol_final: 0
  fmax_mhz: 68.1
  relSlewSlack_pct: -5.16
  tns_ps: 0
  maxSlewViolCount: 5
  worst_pin_slew_ps: 1570
  rsz0062_at_grt: "no"
  finClkSkew_ps: 81.1
yosys:
  ys_ff: 8208
  largest_area_cell: "edfxtp_1"
  ys_top_cells_by_area: "edfxtp_1, mux4_2, mux2i_1"
  synth_top_area_share_pct: 78.5
  edf_count: 8208
  ys_warn_count: 1
  ys_cells: 14700
  synthFlopType: "edfxtp_1"
  syn-instance-count: 14700
  async_reset_ff_share_pct: 0
  synth_area_um2: 314000
  avgSynthCellArea_um2: 21.4
  ys_seq_share_pct: 78.5
  ys_area_um2: 314000
  synth.distinct_cells: 61
cts:
  cts.sinks: 8208
  cts_resized: 0
  cts_inserted_buffers: 813
  cts_hold_buf: 0
  cts_setup_buffers: 0
  cts_buffer_depth: 4
  path_clk_slew_ps: 60
  htreeDepth: 6
  clock_latency_ps: 1190
  cts_tree: "yes"
  cts-root-buf: "clkbuf_16"
finish:
  lay_top_count: "edfxtp_1"
  flop_area_um2: 246000
  syn_to_final_growth_pct: 13.4
  comb_area_um2: 64100
  drive_gt1_share_pct: 24.9
  most-common-layout-cells: "edfxtp_1, mux4_2, buf_4, mux2i_1, clkbuf_16"
  final_util_pct: 57.0
  num-fill-cells: 44800
global_routing:
  globalRouteOverflowTotal: 0
  grt_pass1_vias: 169000
  track_usage_pct: 35.1
  antenna_found_initial: 83
  grt_first_pass_wirelength_um: 1340000
  grt_max_degree: 117
hold_path:
  hold_end: "Q[14]$_DFFE_PP_"
  hold_path_class: "flop to flop"
  hold_depth: 5
  min-delay-start: "data_array[119][14]$_DFFE_PP_"
pwr:
  finalPower_mw: 18.2
  peakVddDrop_mv: 0.0404
  p_per_area_nw_per_um2: 51.1
  p_leak_nw: 114
run:
  warnings: 34
  maxCapViolCount: 1
run_status:
  outcome: "complete, but fails checks"
  failed_checks: "capacitance limit, slew limit"
placed_design:
  place_hpwl_um: 620000
  io_buffers: 53
  place.gp.congestion: 0.972
-- layer usage --
| metal | GRT usage (%) | routed length [µm] |
|---|---|---|
| met1 | 42.0 | 278000 |
| met2 | 46.0 | 429000 |
| met3 | 31.2 | 205000 |
| met4 | 14.5 | 56000 |
| met5 | 7.06 | 4770 |
-- where the power goes --
group	switching, mW	internal [mW]
clock	3.35	4.11
sequential	0.0140	9.84
combinational	0.598	0.260
-- sequential cells by signal, summed over array words and instances, names as in the netlist --
signal	flops
Q	16
data_array	8192
-- area by class of cell --
cell class	count	area share, %
Timing Repair Buffer	1288	2.83
Tap cell	8322	2.92
Clock buffer	1040	6.00
Inverter	3	0.00562
Clock inverter	416	0.932
Antenna cell	129	0.0907
Sequential cell	8208	69.2
Multi-Input combinational cell	5574	18.0
-- worst max-delay path: stages --
cell	delay, ps
buf_16	270
buf_4	610
buf_4	540
buf_4	560
buf_4	550
buf_4	630
buf_4	660
buf_4	510
buf_4	500
buf_4	600
mux4_2	580
a22oi_1	200
a31oi_1	130
buf_4	210
a2111oi_1	910
nand3b_1	160
-- Yosys cell counts (7+ instances only) --
master,instances
a211o_1,10
a221oi_1,165
nand4_1,101
a32oi_1,47
a22o_1,45
a22oi_1,435
or3_1,7
a211oi_1,11
nor3b_1,8
mux4_2,1496
edfxtp_1,8208
and3_1,92
mux2i_1,1194
and2_1,7
nor2_1,579
buf_2,335
o2111ai_1,19
nand2_1,182
and3b_1,8
a21oi_1,151
a31oi_1,100
buf_6,28
o22ai_1,304
clkbuf_1,334
buf_4,124
nor2b_1,9
nor4_1,92
o211ai_1,11
o21ai_0,126
nand3_1,168
buf_1,60
or4_1,24
o22a_1,7
mux2_2,42
nor3_1,53
nand2b_1,13
-- per-stage QoR --
step | instance area [µm²] | hold WS, ps | cells | setup WS [ps]
4_1_cts | 356000 | 982 | 24900 | 23850
5_1_grt | 356000 | 1020 | 25000 | 23480
6_report | 356000 | 970 | 25000 | 23810
2_1_floorplan | 314000 | 805 | 14700 | 27340
3_3_place_gp | 331000 | 953 | 23400 | 22690
3_5_place_dp | 331000 | 969 | 23400 | 22610
-- worst max path at each step --
stage	endpoint	cells past startpoint	from
CTS	Q[4]$_DFFE_PP_	17	A[1]
global route	Q[4]$_DFFE_PP_	17	A[1]
finish	Q[15]$_DFFE_PP_	16	A[1]
-- cell families (layout without fill, tap and decap cells) --
group | after synthesis | in the layout | share of synthesized area (%)
compound gates | 1462 | 1462 | 3.24
mux | 2732 | 2732 | 14.7
flops | 8208 | 8208 | 78.5
buf+inv | 885 | 2747 | 1.41
simple gates | 1380 | 1380 | 2.11
other cells | 0 | 129 | 0
Power is estimated from default activity; no workload was simulated.
