File: design/flow/run.sh
#!/bin/bash
# OpenROAD 26Q1-2900-gdf79404cd8, Yosys 0.63+post, stock flow scripts
make -C /OpenROAD-flow-scripts/flow DESIGN_CONFIG=/design/flow/config.mk WORK_HOME=/design/flow/orfs finish
File: design/flow/config.mk
export PLATFORM = sky130hd
export DESIGN_NAME = top
export DESIGN_NICKNAME = top
export VERILOG_FILES = /design/flow/design.v
export SDC_FILE = /design/flow/constraint.sdc
export NUM_CORES = 4
export LEC_CHECK = 1
export CORE_UTILIZATION = 50
File: design/flow/constraint.sdc
current_design top

set clk_period 6.0
set clk_io_pct 0.2

create_clock -name clk0 -period $clk_period [get_ports {CLK}]

set non_clock_inputs [all_inputs -no_clocks]
set_input_delay [expr $clk_period * $clk_io_pct] -clock clk0 $non_clock_inputs
set_output_delay [expr $clk_period * $clk_io_pct] -clock clk0 [all_outputs]
File: design/flow/design.v
`default_nettype none
module top (
	input  CLK,
	input  BTN_N, BTN1, BTN2, BTN3,
	output LED1, LED2, LED3, LED4, LED5,
	output P1A1, P1A2, P1A3, P1A4, P1A7, P1A8, P1A9, P1A10,
);
	wire [7:0] seven_segment;
	assign { P1A10, P1A9, P1A8, P1A7, P1A4, P1A3, P1A2, P1A1 } = seven_segment;
	reg [7:0] display_value = 0;
	wire [7:0] display_value_inc;
	reg [7:0] lap_value = 0;
	reg [4:0] lap_timeout = 0;
	reg [20:0] clkdiv = 0;
	reg clkdiv_pulse = 0;
	reg running = 0;
	assign LED1 = BTN1 && BTN2;
	assign LED2 = BTN1 && BTN3;
	assign LED3 = BTN2 && BTN3;
	assign LED4 = !BTN_N;
	assign LED5 = !BTN_N || BTN1 || BTN2 || BTN3;
	always @(posedge CLK) begin
		if (clkdiv == 1200000) begin
			clkdiv <= 0;
			clkdiv_pulse <= 1;
		end else begin
			clkdiv <= clkdiv + 1;
			clkdiv_pulse <= 0;
		end
		if (clkdiv_pulse && lap_timeout) begin
			lap_timeout <= lap_timeout - 1;
		end
		if (clkdiv_pulse && running) begin
			display_value <= display_value_inc;
		end
		if (!BTN_N) begin
			display_value <= 0;
			running <= 0;
			lap_timeout <= 0;
		end
		if (BTN3) begin
			running <= 1;
		end
		if (BTN1) begin
			running <= 0;
		end
		if (BTN2) begin
			lap_value <= display_value;
			lap_timeout <= 20;
		end
	end
	bcd8_increment bot_inc (
		.din(display_value),
		.dout(display_value_inc)
	);
	seven_seg_ctrl seven_segment_ctrl (
		.CLK(CLK),
		.din(lap_timeout ? lap_value[7:0] : display_value[7:0]),
		.dout(seven_segment)
	);
endmodule
module bcd8_increment (
	input [7:0] din,
	output reg [7:0] dout
);
	always @* begin
		case (1'b1)
			din[7:0] == 8'h 99:
				dout = 0;
			din[3:0] == 4'h 9:
				dout = {din[7:4] + 4'd 1, 4'h 0};
			default:
				dout = {din[7:4], din[3:0] + 4'd 1};
		endcase
	end
endmodule
module seven_seg_ctrl (
	input CLK,
	input [7:0] din,
	output reg [7:0] dout
);
	wire [6:0] lsb_digit;
	wire [6:0] msb_digit;
	seven_seg_hex msb_nibble (
		.din(din[7:4]),
		.dout(msb_digit)
	);
	seven_seg_hex lsb_nibble (
		.din(din[3:0]),
		.dout(lsb_digit)
	);
	reg [9:0] clkdiv = 0;
	reg clkdiv_pulse = 0;
	reg msb_not_lsb = 0;
	always @(posedge CLK) begin
		clkdiv <= clkdiv + 1;
		clkdiv_pulse <= &clkdiv;
		msb_not_lsb <= msb_not_lsb ^ clkdiv_pulse;
		if (clkdiv_pulse) begin
			if (msb_not_lsb) begin
				dout[6:0] <= ~msb_digit;
				dout[7] <= 0;
			end else begin
				dout[6:0] <= ~lsb_digit;
				dout[7] <= 1;
			end
		end
	end
endmodule
module seven_seg_hex (
	input [3:0] din,
	output reg [6:0] dout
);
	always @*
		case (din)
			4'h0: dout = 7'b 0111111;
			4'h1: dout = 7'b 0000110;
			4'h2: dout = 7'b 1011011;
			4'h3: dout = 7'b 1001111;
			4'h4: dout = 7'b 1100110;
			4'h5: dout = 7'b 1101101;
			4'h6: dout = 7'b 1111101;
			4'h7: dout = 7'b 0000111;
			4'h8: dout = 7'b 1111111;
			4'h9: dout = 7'b 1101111;
			4'hA: dout = 7'b 1110111;
			4'hB: dout = 7'b 1111100;
			4'hC: dout = 7'b 0111001;
			4'hD: dout = 7'b 1011110;
			4'hE: dout = 7'b 1111001;
			4'hF: dout = 7'b 1110001;
			default: dout = 7'b 1000000;
		endcase
endmodule
==> run_results.csv <==
group,metric,value,unit
run_status,status,"finished, final reports clean",
clocking,ctsResizeCount,0,
floorplan,initial_core_util,51.47,%
timing,finalClockPeriodUsage,68.83,%
floorplan,fp.dieH,82.62,um
job,warning_count,38,
setup_path,crit_buf_inv,2,
floorplan,fp.coreArea,6314,um2
place,portBuffers,17,
setup_path,cp_slowest_stage_delay,680,ps
setup_path,crit_type,"in -> out",
floorplan,boundaryPins,18,
timing,relSlewSlack,55.01,%
timing,period_minus_slack,4130,ps
global_route,overflow,0,
floorplan,dieArea,6825,um2
setup_path,critPathLaunchType,"primary input",
yosys,synthCells,336,
yosys,synthDistinctLibCells,51,
yosys,numSynthFlops,64,
layout,design_area,3671,um2
setup_path,r2r-start,"lap_timeout[0]",
worst_hold_path,min_to,"seven_segment_ctrl.clkdiv[0]",
place,dpl_cell_area,3478,um2
yosys,yosysChipArea,3249,um2
clocking,h-tree-depth,3,
floorplan,die_x,82.62,um
timing,final-setup-viol-count,0,
timing,finClkSkew,8.350,ps
timing,fin_tns_setup,0,ps
global_route,grt_usage,19.16,%
clocking,cts_hold_buffers,0,
routing,drc_errors,0,
global_route,grt_pass1_vias,2041,
setup_path,worstPathCellList,"clkdlybuf4s50_1, nand2b_1, or3_1, clkdlybuf4s50_1",
yosys,syn_area,3249,um2
timing,max_freq,0.2422,GHz
timing,rsz0062_at_grt,"no",
routing,drt_first_pass_iters,4,
clocking,cts_tree,"yes",
place,hpwl,4037,um
setup_path,path_common_cell,"clkdlybuf4s50_1",
layout,drive_gt1_share,7.479,%
routing,avgViaCountPerCell,5.386,
clocking,path_clk_slew,70,ps
clocking,cts.sinks,64,
routing,detail_route.wl_per_cell,13.18,um
worst_hold_path,hold_depth,1,
layout,fill_cells,533,
pwr,power,0.8364,mW
yosys,ys_seq_share,44.36,%
layout,syn_to_final_growth,12.98,%
routing,drt_iter0_drc,154,
global_route,grt_pass1_wl,9701,um
routing,routed_wl,5774,um
layout,lay_top_cells,"dfxtp_1 (48), nor2_1 (33), nand2_1 (27)",
setup_path,rrSetupSlack,3090,ps
place,gp_congestion,0.8112,
yosys,yosys_warnings,4,
worst_hold_path,min_from,"seven_segment_ctrl.clkdiv[0]",
setup_path,slowest_stage,"clkdlybuf4s50_1",
clocking,cts.path.max_buffers,2,
layout,lay_top_count,"dfxtp_1",
clocking,insertion_delay,330,ps
routing,num_antenna_cells,0,
routing,dr_total_vias,2359,
routing,ant_nets,0,
pwr,p_leak,1.414,nW
timing,hold_violations,0,
pwr,peakVddDrop,0.1678,mV
yosys,yosys_cells,336,
pwr,power_density,227.9,nW/um2
yosys,syn_area_per_cell,9.671,um2
global_route,grt_max_degree,24,
worst_hold_path,hold_path.class,"reg -> reg",
setup_path,path_delay_family,"buffers and inverters",
setup_path,cp_max_fo,13,
setup_path,end_kind,"output port",
setup_path,cp_data_arrival_time,2930,ps
setup_path,r2r_end,"seven_segment_ctrl.dout[6]",
floorplan,fp-row-count,29,
job,cap_viol_max_count,0,
timing,final_max_slew_viol_count,0,
clocking,clockRootBuffer,"clkbuf_8",
setup_path,reg2reg_depth,10,
setup_path,worstPathRequired,4800,ps
timing,worstMarginPinSlew,667.8,ps
global_route,antenna_found_initial,0,
clocking,post_cts_buffers,0,
clocking,cts_made_buffers,9,
## worst register-to-register path, cell delays in order, from the launching register on
cell	delay (ps)
dfxtp_1	310
inv_1	80
ha_1	210
or4b_1	510
buf_4	270
a21oi_1	420
inv_1	150
ha_1	250
nor2_1	140
nor3_1	70
a221o_1	270
## layout make-up
cell class / count / area, um2 / share of cell area [%]
Clock buffer: 12 / 166.4 / 4.533
Clock inverter: 4 / 26.28 / 0.7157
Inverter: 16 / 60.06 / 1.636
Multi-Input combinational cell: 246 / 1695 / 46.18
Sequential cell: 64 / 1441 / 39.26
Tap cell: 77 / 96.34 / 2.624
Timing Repair Buffer: 19 / 185.2 / 5.044
## cell usage after synthesis, drive strengths merged
| cell type | instances | area (um2) |
|---|---|---|
| dfxtp | 48 | 960.9 |
| nor2 | 33 | 123.9 |
| nand2 | 27 | 101.4 |
| xnor2 | 22 | 192.7 |
| ha | 20 | 250.2 |
| nand3 | 18 | 90.09 |
| edfxtp | 16 | 480.5 |
| inv | 16 | 60.06 |
| xor2 | 14 | 122.6 |
| a21oi | 12 | 60.06 |
| nor3 | 11 | 55.05 |
| and2 | 8 | 55.06 |
| and3 | 8 | 50.05 |
| clkbuf | 8 | 30.03 |
| nand4 | 8 | 50.05 |
| o21ai | 7 | 35.03 |
| a31oi | 5 | 31.28 |
| mux2i | 5 | 78.82 |
| nor2b | 4 | 25.02 |
| or3 | 4 | 25.02 |
| a2111oi | 3 | 27.53 |
| a211oi | 3 | 22.52 |
| a311oi | 3 | 26.28 |
| and4 | 3 | 26.28 |
| nor4 | 3 | 18.77 |
| nor4b | 3 | 32.53 |
| a211o | 2 | 17.52 |
| a32oi | 2 | 17.52 |
| buf | 2 | 22.52 |
| mux2 | 2 | 26.27 |
| nand2b | 2 | 12.51 |
| nand3b | 2 | 15.01 |
| or4b | 2 | 20.02 |
| a21o | 1 | 7.510 |
| a221o | 1 | 10.01 |
| a31o | 1 | 8.760 |
| and4b | 1 | 10.01 |
| nor3b | 1 | 7.510 |
| o22a | 1 | 8.760 |
| o22ai | 1 | 6.260 |
| o2bb2ai | 1 | 8.760 |
| o311ai | 1 | 8.760 |
| o32a | 1 | 10.01 |
## worst max-delay path by stage
stage,end,start,cells past startpoint
after CTS,LED5,BTN2,4
after global routing,LED5,BTN2,4
final,LED5,BTN2,4
## cell families after synthesis
| kind of cell | Yosys count | share of synthesized area [%] |
|---|---|---|
| AND-OR/OR-AND | 45 | 9.435 |
| flip-flops | 64 | 44.36 |
| buffers and inverters | 26 | 3.466 |
| adder cells (fa/ha/maj) | 20 | 7.701 |
| AND/OR/NAND/NOR | 138 | 22.10 |
| XOR/XNOR | 36 | 9.703 |
| multiplexers | 7 | 3.234 |
## sequential cells by signal (all words and copies together), names as in the netlist, 5 cells and up
name                       cells
clkdiv                        21
display_value                  8
lap_timeout                    5
lap_value                      8
seven_segment_ctrl.clkdiv     10
seven_segment_ctrl.dout        8
## per-layer routing
layer  GRT usage, %  vias to the layer above  wire [um]
met5              0                        -          0
met4          2.414                        0         58
met3          3.344                        5        126
met2          30.00                       22       2605
met1          29.53                     1098       2983
li1               -                     1234          -
## through the flow
step / std cells / hold slack, ps / setup slack, ps / util, %
after floorplan: 336 / 379.0 / 3175 / -
after global placement: 422 / 396.3 / 1855 / 55.09
after CTS: 438 / 410.5 / 1855 / 58.15
final: 438 / 416.4 / 1870 / 58.15
after detailed placement: 422 / 393.3 / 1859 / 55.09
after global routing: 438 / 419.2 / 1783 / 58.15
## report_power, final
group	switching (mW)	total (mW)	leakage [nW]	internal (mW)
sequential	0.00309	0.447	0.551	0.444
combinational	0.0236	0.0439	0.766	0.0203
clock	0.160	0.345	0.0975	0.186
total	0.186	0.836	1.41	0.650
Power and IR drop assume default switching activity.
